$ cat flow/config.mk
export PLATFORM = sky130hd
export DESIGN_NAME = ALU_TopModule
export DESIGN_NICKNAME = ALU_TopModule
export VERILOG_FILES = /design/flow/design.v
export SDC_FILE = /design/flow/constraint.sdc
export NUM_CORES = 4
export LEC_CHECK = 1
export CORE_UTILIZATION = 40
$ cat flow/constraint.sdc
current_design ALU_TopModule

set clk_period 1.1
set clk_io_pct 0.2

create_clock -name clk0 -period $clk_period

set non_clock_inputs [all_inputs -no_clocks]
set_input_delay [expr $clk_period * $clk_io_pct] -clock clk0 $non_clock_inputs
set_output_delay [expr $clk_period * $clk_io_pct] -clock clk0 [all_outputs]
$ cat flow/design.v
module ALU_TopModule(A,B,control,inst_conds,cond_is_zero,cond_is_negative,cond_is_overflow,cond_is_always,cond_update,branch,riscv_branch_offset,PC,cond_satisfy,out,conditions_flags,cpsr_write);
  input [7:0] A,B;	 
  input [3:0] control;
  input cond_is_zero,cond_is_negative,cond_is_overflow,cond_is_always,cond_update;
  input [3:0] inst_conds;  
  input branch;
  input [7:0] PC,riscv_branch_offset;;
  output [7:0]out;
  output [3:0]conditions_flags;
  output cpsr_write;
  reg [7:0]a,b;
  reg [7:0]Out;
  reg oN;
  reg oZ;
  reg oC;
  reg oV;
  output reg cond_satisfy;
  assign out = Out;
  assign conditions_flags = cond_update ? {oN,oZ,oC,oV}: inst_conds;
  assign cpsr_write = cond_update ? 1 :0;
  always @(*) begin
    if (cond_is_zero)
      cond_satisfy = inst_conds[2];
    else if (cond_is_negative)
      cond_satisfy = inst_conds[3];
    else if (cond_is_overflow)
      cond_satisfy = inst_conds[0];
    else
      cond_satisfy = cond_is_always;
  end
  always @(*)	 
    begin
      if(cond_satisfy) begin
        case(control)	 
          4'b0011:begin
            CLA2(A,B,1'b0,Out,oN,oZ,oC,oV);	 
          end
          4'b0010:CLA2(A,~B,1'b1,Out,oN,oZ,oC,oV);  
          4'b0000: begin
            Out = A & B;	 
            oN = 0;
            oZ = (Out == 8'b0);
            oC =0;
            oV =0;
          end
          4'b0001: begin
            Out = A^B;  
            oN = 0;
            oZ = (Out == 8'b0);
            oC =0;
            oV =0;
          end
          4'b0100: begin
            CLA2(A,~B,1'b1,Out,oN,oZ,oC,oV);  
          end
          4'b0101: begin
            CLA2(A,B,1'b0,Out,oN,oZ,oC,oV);  
          end
          4'b0110: Out = B;  
          4'b1000: CLA2(A,B,1'b0,Out,oN,oZ,oC,oV);  
          4'b1001: CLA2(A,B,1'b0,Out,oN,oZ,oC,oV);  
          4'b0111: begin
            barrel_shifter(B,3'b010,1,0,b);
            CLA2(A,b,1'b0,Out,oN,oZ,oC,oV);   
          end
          4'b1010: begin
            barrel_shifter(riscv_branch_offset,3'b010,1,0,b);
            CLA2(A,B,1'b1,Out,oN,oZ,oC,oV);   
            Out = (Out == 8'b0) ? PC + b : PC+4;
          end
          4'b1011: begin
            barrel_shifter(riscv_branch_offset,3'b010,1,0,b);
            CLA2(A,B,1'b1,Out,oN,oZ,oC,oV);   
            Out = (Out != 8'b0) ? PC + b : PC+4;
          end
        endcase
      end
  end
  task CLA2;
    input [7:0] a;  
    input [7:0] b;  
    input cin;   
    output [7:0] out;   
    output oN;
    output oZ;
    output oC;
    output oV;
    reg[7:0]g;
    reg [7:0]p;
    reg G0,G1;
    reg P0,P1;
    reg Neg;
    reg [7:0]c;
    reg C1,C2;
    begin
      c[0] = cin;
      g = a & b; 
      p = a | b;
      P0 = p[0] & p[1] & p[2] & p[3];
      P1 = p[4] & p[5] & p[6] & p[7];
      G0 = g[3] | g[2] & p[3] | g[1] & p[3] & p[2] | g[0] & p[3] & p[2] & p[1];
      G1 = g[7] | g[6] & p[7] | g[5] & p[7] & p[6] | g[4] & p[7] & p[6] & p[5];
      C1 = G0 | P0 & c[0];
      C2 = G1 | G0 & P1 | P1 & P0 & c[0];
      c[1] = g[0] | p[0] & c[0];
      c[2] = g[1] | g[0] & p[1] | p[1] & p[0] & c[0];
      c[3] = g[2] | g[1] & p[2] | g[0] & p[2] & p[1] | p[2] & p[1] & p[1] & c[0]; 
      c[4] = C1;
      c[5] = g[4] | p[4] & C1;
      c[6] = g[5] | g[4] & p[5] | p[5] & p[4] & C1;
      c[7] = g[6] | g[5] & p[6] | g[4] & p[6] & p[5] | p[6] & p[5] & p[4] & C1; 
      out[0] = a[0] ^ b[0] ^ c[0];	 
      out[1] = a[1] ^ b[1] ^ c[1];
      out[2] = a[2] ^ b[2] ^ c[2];
      out[3] = a[3] ^ b[3] ^ c[3];
      out[4] = a[4] ^ b[4] ^ c[4];
      out[5] = a[5] ^ b[5] ^ c[5];
      out[6] = a[6] ^ b[6] ^ c[6];
      out[7] = a[7] ^ b[7] ^ c[7];
      oC = C2;	 
      oZ = (out == 8'b0);
      Neg = 0;
      if (cin) begin
        if (out[7] & ~C2) begin
          Neg = out[7];
          out = ~out + 1;
          oV = 1;
        end
        else begin
          oC = 0;
          oV = 0;
        end
      end
      else
        oV = C2;
      oN = Neg;
    end
  endtask
task barrel_shifter;
  input [7:0] a;
  input [2:0] shift_by;
  input lsh;
  input rsh;
  output [7:0] b;
  reg [7:0] b;
  begin
    if (lsh) begin
    case (shift_by)
      3'b000: b = a;
      3'b001: b = a << 1;
      3'b010: b = a << 2;
      3'b011: b = a << 3;
      3'b100: b = a << 4;
      3'b101: b = a << 5;
      3'b110: b = a << 6;
      3'b111: b = a << 7;
    endcase
    end
    else if (rsh) begin
      case(shift_by)
      3'b000: b = a;
      3'b001: b = a>>1;
      3'b010: b = a>>2;
      3'b011: b = a>>3;
      3'b100: b = a>>4;
      3'b101: b = a>>5;
      3'b110: b = a>>6;
      3'b111: b = a>>7;
      endcase
    end
  end
endtask
endmodule
$ cat flow/run.sh
#!/bin/bash
# OpenROAD 26Q1-2900-gdf79404cd8, Yosys 0.63+post, stock flow scripts
make -C /OpenROAD-flow-scripts/flow DESIGN_CONFIG=/design/flow/config.mk WORK_HOME=/design/flow/orfs finish
==> run notes <==
run metrics: antenna cells 0, largest net degree at the start of global routing 31, Layout Cells excl Fill roughly 570, first-pass GRT wire length 15400 microns, Layout area overhead 21.8%, hold_buf cts 0, WL per Instance 17.0 microns, worst-path cell chain buf_6, mux2i_1, nor2_1, a21oi_1, o21ai_2, clkbuf_2, Post-synth EDFFs 0, Vias between 3000 and 4000, Reg area 180 sq um, Worst Path Max Fanout 2, Max-slew headroom between 50 and 60%, count of unclocked register or latch pins 12, Avg Cell Area, Syn ~7.4 sq um, Worst Tran Pin Value approximately 0.68 ns, vias in the first global route approximately 3000, core area 7370 sq um, Place WS -0.735 ns, CP top delay family AND-OR/OR-AND gates, period utilisation layout 100%, logic area 2770 sq um, Final Critical Period 1.10 ns, final WL 9670 microns, Vias/cell 5.70, Syn Inst Count ~420, Largest stage delay, worst path 0.17 ns, placed insts 566, endpoints left unconstrained 20, first drt pass iteration count 5, worst path arrival time 0.88 ns, RSZ-0062 raised after global routing yes, Final Worst Setup Slack -0.00262 ns, YS warnings 1, 1st-iter DRT viols 150, yosys cell count 423, VDD IR-drop max 0.213 mV, worst path required time 0.88 ns, starting density of the core ~42%, final setup vio count 1, Synth Flop Type dlxtn_1, total die size 8140 sq um, Die H approximately 90 microns, Overall Global Routing Usage 24.0%, port buffer count 57, Syn Std Cell Area approximately 3100 sq um, CP bufs+invs 2, Die Span X 90.2 microns, post-route ant nets 0, Synthesized registers 12, outcome finished, violations left, number of antenna violations at the first check in global routing 0, Async SR Flop Fraction 0%, Synth cell types 72, share of cells above drive strength 1 8.28%, crit path launch type primary input, Overflow after GRT 0, Final Hold Viols 0, max-slew violation count 0, critical path class primary input to primary output, RePlAce Congestion 0.927, Worst Setup End Kind primary output, yosys stat chip area 3110 sq um, Post-DP HPWL 8100 microns, total power divided by cell area 541 nW/um^2, # DRC 0, IO Pins 60, max cap viols 0, Critical-path top delay cell mux2i_1, worst min path class primary input to primary output, failing checks negative setup slack, Leakage Power 0.00164 uW, # fillers 720, std cell rows 31, tool warnings 66, fmax 0.907 GHz
==> where the power goes <==
group / switching, uW / internal, uW
logic: 1090 / 862
registers: 13.5 / 88.7
clock network: 0 / 0
==> cell usage after synthesis (2+ instances only) <==
library cell | count | area share [%]
nor4b_1 | 2 | 0.56
nor4_1 | 8 | 1.6
o21ai_0 | 22 | 3.5
nor3_1 | 11 | 1.8
ha_1 | 49 | 20
o22ai_1 | 2 | 0.40
a211oi_1 | 6 | 1.4
a21o_1 | 3 | 0.72
nand2b_1 | 8 | 1.6
o221a_2 | 2 | 0.72
and3_1 | 7 | 1.4
o221ai_1 | 5 | 1.4
dlxtn_1 | 12 | 5.8
o211ai_1 | 4 | 0.96
nand3_1 | 14 | 2.2
or2_2 | 2 | 0.40
nor3b_1 | 2 | 0.48
nor2_1 | 34 | 4.1
xnor2_1 | 14 | 3.9
o32ai_1 | 4 | 1.1
o21ai_1 | 3 | 0.48
o21bai_1 | 6 | 1.4
or3_1 | 4 | 0.80
o21a_1 | 5 | 1.2
mux2_2 | 5 | 1.8
and2_1 | 6 | 1.2
nand4_1 | 2 | 0.40
clkbuf_1 | 14 | 1.7
nand2_1 | 22 | 2.7
a21oi_1 | 30 | 4.8
fa_1 | 7 | 4.5
a32oi_1 | 2 | 0.56
o311a_1 | 2 | 0.64
inv_1 | 34 | 4.1
mux2i_1 | 5 | 1.6
xor2_1 | 16 | 4.5
nor2b_1 | 11 | 2.2
a31oi_1 | 4 | 0.80
==> area by class of cell <==
type | count | share of cell area, %
Inverter | 34 | 3.37
Multi-Input combinational cell | 362 | 72.9
Sequential cell | 12 | 4.75
Tap cell | 99 | 3.27
Timing Repair Buffer | 63 | 15.7
==> routing by layer <==
layer	track usage [%]	vias up	part of all wire (%)
li1	-	1638	-
met2	37.0	101	43
met3	3.09	11	5.8
met1	37.2	1497	50
met4	2.82	0	1.5
met5	0	-	0
==> through the flow <==
stage / instance area, sq um / utilization [%] / total power, uW / setup TNS, ns / hold WS, ns
floorplan: 3110 / - / 1330 / 0 / 0.506
detailed placement: 3760 / 51.1 / 2010 / -3.81 / 1.39
global placement: 3760 / 51.1 / 2020 / -3.69 / 1.37
global route: 3790 / 51.5 / 2250 / -0.0905 / 0.733
finish: 3790 / 51.5 / 2050 / -0.00262 / 0.716
CTS: 3800 / 51.5 / 2030 / -0.365 / 0.810
==> kinds of logic (layout without fill, tap and decap cells) <==
kind of cell | Yosys count | in the layout | synth area share (%)
adders and majority gates | 56 | 56 | 24.2
muxes | 10 | 10 | 3.41
buffers and inverters | 49 | 97 | 6.03
AOI/OAI and AO/OA | 123 | 123 | 27.9
and+or+nand+nor | 143 | 143 | 24.3
latches | 12 | 12 | 5.79
xor gates and xnor gates | 30 | 30 | 8.44
==> what timing repair did <==
action | CTS | global route
pin swaps | 0 | 2
setup endpoints to repair | 6 | 4
gates resized | 37 | 13
setup buffers | 3 | 1
==> sequential cells by signal, indices dropped and copies added, names as in the netlist <==
name / flops
Out: 8
oC: 1
oN: 1
oV: 1
oZ: 1
==> placed cells by master, fill, tap and decap left out, types with 5 or more instances in the layout <==
master,instances
a211oi_1,6
a21oi_1,30
and2_1,6
and3_1,7
clkbuf_2,5
clkdlybuf4s50_1,43
dlxtn_1,12
fa_1,7
ha_1,49
inv_1,34
mux2i_1,5
nand2_1,22
nand2b_1,8
nand3_1,14
nor2_1,34
nor2b_1,11
nor3_1,11
nor4_1,8
o21a_1,5
o21ai_0,21
o21bai_1,6
o221ai_1,5
xnor2_1,14
xor2_1,16
==> path summary, 6_finish.rpt <==
check / startpoint / to / slack [ns] / cells past startpoint
max: cond_is_overflow / cond_satisfy / -0.003 / 6
min: cond_is_zero / cond_satisfy / 0.72 / 3
Power and IR drop assume default switching activity.
