### design/flow/run.sh
#!/bin/bash
# OpenROAD 26Q1-2900-gdf79404cd8, Yosys 0.63+post, stock flow scripts
make -C /OpenROAD-flow-scripts/flow DESIGN_CONFIG=/design/flow/config.mk WORK_HOME=/design/flow/orfs finish
### design/flow/config.mk
export PLATFORM = sky130hd
export DESIGN_NAME = ControlUnit
export DESIGN_NICKNAME = ControlUnit
export VERILOG_FILES = /design/flow/design.v
export SDC_FILE = /design/flow/constraint.sdc
export NUM_CORES = 4
export LEC_CHECK = 1
export CORE_AREA = 10 10 100 100
export DIE_AREA = 0 0 110 110
### design/flow/design.v
module ControlUnit (cmd,ALUC,rn,rm,reg_dest,str_src_reg,rd_en,wr_en,mem_to_reg,branch,reg_write,immediate,offset,cond_is_zero,
                    cond_is_negative,cond_is_overflow,cond_is_always,cond_update,riscv_branch_offset,riscv_branch);
  input [31:0] cmd;
  output reg rd_en,wr_en,mem_to_reg,reg_write;
  output [3:0]rn,rm,reg_dest;
  output reg [3:0]ALUC;
  output immediate,branch;
  output reg [7:0]offset;
  output [3:0] str_src_reg;
  output reg cond_is_zero;
  output reg cond_is_negative;
  output reg cond_is_overflow;
  output reg cond_is_always;
  output reg cond_update;
  output reg [7:0]riscv_branch_offset;
  output riscv_branch;
  wire cmd_is_dp;
  wire cmd_is_swi;
  wire cmd_is_b;
  wire cmd_is_ld_str;
  wire [3:0]cmd_conditions_bits;
  wire arm_str_reg;
  wire immediate_risc;
  reg arm_isa;
  reg riscv_isa;
  wire             cmd_risc_is_dp;
  wire             cmd_risc_is_swi;
  wire             cmd_risc_is_b;
  wire             cmd_risc_is_ld_str;
  wire riscv_str_reg;
  assign cmd_is_dp =  ( cmd[27:26]==2'b0 ) & (cmd != 32'b0);
  assign cmd_is_swi =  ( cmd[27:24]==4'b1111 );
  assign cmd_is_b =  ( cmd[27:25]==3'b101 );
  assign cmd_is_ld_str =  ( cmd[27:26]==2'b01 );
  assign rn = arm_isa ? cmd[19:16]: cmd[18:15];
  assign reg_dest = arm_isa ? cmd[15:12]:cmd[10:7]; 
  assign rm = arm_isa ? cmd[3:0]:cmd[23:20];
  assign immediate = arm_isa ? cmd[25]: immediate_risc;
  assign immediate_risc = cmd_risc_is_dp ? ~ cmd[5] : cmd_risc_is_ld_str;
  assign cond_update = arm_isa ? (cmd_is_dp ? cmd[20] : 0) :0;
  assign arm_str_reg = (cmd_is_ld_str & (cmd[20] == 1'b0)) ? reg_dest :4'b0;
  assign risc_str_reg = (cmd_risc_is_ld_str & cmd[5] == 1'b1) ? rm : 4'b0;
  assign str_src_reg = arm_isa ? arm_str_reg :risc_str_reg;
  assign cmd_conditions_bits = cmd[31:28];
  assign riscv_branch_offset = riscv_isa ? {cmd[28:25],cmd[11:8]}:8'b0; 
  assign cmd_risc_is_dp =  ( cmd[4]==1'b1 );
  assign cmd_risc_is_b =  ( cmd[6:0]==7'b1100011 );
  assign cmd_risc_is_ld_str =  ( cmd[14:12]==3'b010 );
  assign branch = arm_isa ? cmd_is_b : 0;
  assign riscv_branch = riscv_isa ? cmd_risc_is_b : 0;
  always @(*) begin
    case(cmd)
      32'h00000000 : begin
        arm_isa <= 1;
        riscv_isa <= 0;
      end
      32'h00000001: begin
        arm_isa <= 0;
        riscv_isa <= 1;
      end
    endcase
     end
  always @(*) begin
    if (arm_isa) begin
      cond_is_zero = 0;
      cond_is_negative = 0;
      cond_is_overflow = 0;
      cond_is_always = 0;
      case(cmd_conditions_bits)
        4'b0000: cond_is_zero = 1;
        4'b0100: cond_is_negative = 1;
        4'b0010: cond_is_overflow = 1;
        4'b1110: cond_is_always = 1;
        default: cond_is_always = 1;
      endcase
      if ( cmd_is_dp ) begin
        offset = immediate ? cmd[7:0] : 8'b0;  
        reg_write = 1;
        rd_en = 0;
        wr_en = 0;
        mem_to_reg = 0;
        case (cmd[24:21])
          4'b0000: ALUC = 4'b0000;  
          4'b0001: ALUC = 4'b0001;  
          4'b0010: ALUC = 4'b0010;  
          4'b0100: ALUC = 4'b0011;  
          4'b1010: begin
            ALUC = 4'b0100;  
            reg_write = 0;
          end
          4'b1011: begin
            ALUC = 4'b0101;  
            reg_write = 0;
          end
          4'b1101: ALUC = 4'b0110;  
        endcase
      end
      if ( cmd_is_b ) begin
        if ( cmd[24] == 1'b0 ) begin
          offset = cmd[7:0];   
          ALUC = 4'b0111;
          reg_write = 0;
          rd_en = 0;
          wr_en = 0;
          mem_to_reg = 0;
        end
      end
      if ( cmd_is_swi ) begin
        ALUC = 4'b1010;
        reg_write = 1;
        rd_en = 0;
        wr_en = 0;
        mem_to_reg = 0;
      end
      if ( cmd_is_ld_str ) begin
        if ( immediate ) begin
          offset = cmd[7:0];     
          rd_en = 0;
          wr_en = 0;
          mem_to_reg = 0;
        end
        if ( cmd[20] == 1'b1 ) begin
          ALUC = 4'b1000;   
          rd_en = 1;
          wr_en = 0;
          mem_to_reg = 1;
          reg_write = 1;
        end
        else begin
          ALUC = 4'b1001;   
          rd_en = 0;
          wr_en = 1;
          mem_to_reg = 0;
          reg_write = 0;
        end
      end
     end
    else if (riscv_isa) begin
      cond_is_zero = 0;
      cond_is_negative = 0;
      cond_is_overflow = 0;
      cond_is_always = 1;
      if ( cmd_risc_is_dp ) begin
        offset = immediate_risc ? cmd[27:20] :8'b0;  
        reg_write = 1;
        rd_en = 0;
        wr_en = 0;
        mem_to_reg = 0;
        case (cmd[14:12])
          3'b111: ALUC = 4'b0000;  
          3'b100: ALUC = 4'b0001;  
          3'b000: ALUC = 4'b0011;  
        endcase
        if (cmd[30]==1) begin
          ALUC = 4'b0010;  
        end
      end
      if ( cmd_risc_is_b ) begin
        if ( cmd[14:12] == 3'b000 ) begin
          ALUC = 4'b1010;
          reg_write = 0;
          rd_en = 0;
          wr_en = 0;
          mem_to_reg = 0;
        end
        else begin
          ALUC = 4'b1011;
          reg_write = 0;
          rd_en = 0;
          wr_en = 0;
          mem_to_reg = 0;
        end
   	 end
     if ( cmd_risc_is_ld_str ) begin
        rd_en = 0;
        wr_en = 0;
        mem_to_reg = 0;
        if ( cmd[5] == 1'b0 ) begin
          ALUC = 4'b1000;   
          offset = cmd[27:20];   
          rd_en = 1;
          wr_en = 0;
          mem_to_reg = 1;
          reg_write = 1;
        end
        else begin
          ALUC = 4'b1001;   
          offset = {cmd[27:25],cmd[11:7]}; 
          rd_en = 0;
          wr_en = 1;
          mem_to_reg = 0;
          reg_write = 0;
        end
    end 
    end  
   end
endmodule
### design/flow/constraint.sdc
current_design ControlUnit

set clk_period 2.4
set clk_io_pct 0.2

create_clock -name clk0 -period $clk_period

set non_clock_inputs [all_inputs -no_clocks]
set_input_delay [expr $clk_period * $clk_io_pct] -clock clk0 $non_clock_inputs
set_output_delay [expr $clk_period * $clk_io_pct] -clock clk0 [all_outputs]
==> results.txt <==
Implementation numbers.

- The run finished with clean final reports.
- The first detailed-routing pass took 4 iterations.
- The buffers plus inverters on the worst setup path is 2.
- The initial standard-cell utilization of the core reads 0.205.
- The post-synthesis instance total reads 221.
- The width of the die is 110 microns.
- The leakage power of the design is 1.27 nW.
- The global-route wire length before repair is 10600 microns.
- The required time of the critical path reads 1920 ps.
- The sum of negative setup slack reads 0 ps.
- STA classifies the critical path endpoint as an output pin.
- Overall power consumption after layout is estimated at 0.000376 W.
- The max-capacitance violation count reads 0.
- For reference, the post-synthesis area per instance comes to 7.26 sq um.
- The shortest period the worst path allows is 2390 ps.
- The relative contribution of the clock network to total power reads 0.
- The sequential fraction of design power is 0.115.
- The data arrival time of the critical path reads 1910 ps.
- The multi-input combinational cells in the finished layout cover a total of 1190 sq um.
- The number of fillers in the final layout reads 794.
- The overall fraction of global-route tracks in use reads 0.110.
- On the critical path, the stage with the largest delay is an instance of or4_4.
- The timer found 22 register pins that no clock reaches; their paths are not timed.
- The setup slack of the critical path after layout reads 12.1 ps.
- The congestion estimate from routability-driven global placement came to 0.916.
- In this run the critical path is formed by clkdlybuf4s15_1, or4_4, nand4bb_4, o31ai_4, nor2_2, buf_2.
- The warning count from the yosys run reads 24.
- The largest fanout of any net on the critical path reads 2.
- The final-report hold violation count is 0.
- Summed over all nets, the switching power comes to 0.000147 W.
- The post-synth register bit count is 22.
- Of all cell types, the one taking the most synthesized area is dlxtn_1.
- The number of antenna violations at the first check in global routing reads 0.
- The post-detailed-route DRC marker count reads 0.
- Before CTS, the worst setup slack after placement is -560 ps.
- By area the synthesized netlist is led by dlxtn_1 (21%), mux2_2 (7.7%), nand2_1 (5.1%).
- The count of nets left with antenna violations after detail routing reads 0.
- The DRC marker count from the first detailed-route iteration reads 128.
- In the setup report, the worst path falls into the class primary input to output pin.
- Dividing total power by cell area gives a power density of 133 nW/um^2.
- The routed design shows a wire length per standard cell of 15.8 microns.
- The end-of-flow timing check tallies setup violations at 0.
- The area fraction of the largest cell type after synthesis is 0.206.
- The share of final-layout standard cells stronger than drive strength 1 is 0.278.
- Per the detail_route report, the via count comes to 2077.
- The maximum clock frequency reads 0.419 GHz.
- The script computed the net switching share of total power as 0.392.
- Ranked by instance count, the synthesized netlist is headed by dlxtn_1 (22), nand2_1 (22), nor2_1 (16), clkbuf_1 (12), o21ai_0 (12).
- Per the placement log, port buffering inserted 77 buffers.
- The number of global-route vias before repair is 1957.
- In this run the vertical extent of the chip is 110 microns.
- Entering global routing, the biggest net connects 28 pins.
- 80 I/O pins were placed.
- The chip area line in the Yosys stat output reads 1600 sq um.
- After synthesis the cells add up to 1600 sq um.
- Among all stages on the critical path, the maximum delay recorded is 520 ps.
- The detailed-route wire length reads 6820 microns.
- The number of OpenROAD warnings is 34.
- The chip area is 12100 sq um.
- The worst relative slew slack reads 0.472.
- The residual overflow from global routing is 0.
- The number of synthesized flops with an enable pin is 0.
- The region available for standard cell placement spans 7810 sq um.
- The final HPWL from detailed placement reads 5680 microns.
- The internal power of the cells is 0.000229 W.
- After synthesis, the share of flip-flops with an asynchronous set or reset is 0.
- VDD sags by at most 0.0668 mV.
- The layout-stage area growth over the synthesis result is 76.6%.
- The number of unconstrained endpoints reads 42.
- Synthesis instantiated 51 different standard cells from the library.
- The routed design shows a via density per instance of 4.80.
- The number of inserted diodes is 0.
- The count of instantiated cells in the yosys netlist is 221.
- The final tally of max-slew violations reads 0.
- The smallest hold slack is 1530 ps.
- The cell row count is 32.
- Setup repair after global routing could not meet its margin everywhere.
- The area occupied by registers reads 330 sq um.
- The number of flip-flops in the largest register is 8.
- The category of cells accounting for the largest share of critical-path delay reads simple AND/OR/NAND/NOR gates.
- The final core area utilization reads 0.363.
- The startpoint type of the worst setup path reads a primary input.
- The power report attributes to the combinational group a share of 0.885.
- The commonest register cell after synthesis reads dlxtn_1.
- Of the available clock period, the critical path in the final layout requires 0.995.
- For the pin with the worst max-slew slack, the measured transition is 791 ps.
- In this run the worst hold path is classified as primary input to output pin.
[cell families after synthesis]
family / synth area share
muxes: 0.0835
AOI/OAI and AO/OA: 0.288
latches: 0.206
other: 0.00234
and+or+nand+nor: 0.328
buffers and inverters: 0.0819
xor gates and xnor gates: 0.0109
[path summary, 6_finish.rpt]
check / start / to / slack (ps) / cells after the start
max: cmd[15] / cond_update / 10 / 6
min: cmd[20] / cond_update / 1530 / 5
[placed cells by master (no fill, tap or decap), types with 6 or more instances in the layout]
cell type,count
a21oi_1,9
clkdlybuf4s50_1,54
dlymetal6s2s_1,8
buf_4,47
nor3_1,6
nor2_1,14
mux2_2,11
nand3_1,9
dlxtn_1,22
o21ai_0,9
and2_1,10
nand2_1,22
[power groups by stage]
| stage | clock network [W] | registers [W] | logic [W] |
|---|---|---|---|
| finish | 0 | 0.0000433 | 0.000333 |
| global route | 0 | 0.0000449 | 0.000364 |
| CTS | 0 | 0.0000435 | 0.000330 |
[final cells by class]
cell class,count,area share
inverter,5,0.00663
tap,102,0.0451
multi-input combinational,175,0.420
timing repair buffer,129,0.411
sequential,22,0.117
[layer usage]
metal  wire length (microns)  global-route usage  vias up
li1                        -                   -     1032
met1                    3100               0.157      952
met2                    3040               0.175       89
met3                     644              0.0259        4
met4                      40             0.00651        0
met5                       0                   0        -
[worst min-delay path, stage by stage]
cell	delay, ps
dlymetal6s2s_1	160
buf_4	170
nand2_1	90
nor2_2	50
buf_2	100
[through the flow]
step | cells | instance area (sq um)
after floorplan | 223 | 1610
after global placement | 430 | 2770
after detailed placement | 430 | 2770
after CTS | 431 | 2790
after global routing | 433 | 2830
final | 433 | 2830
[repair_timing]
item,CTS,global route
cloned,0,0
pin swaps,5,10
hold buffers,0,0
gates resized,28,28
setup endpoints to repair,5,5
buffers inserted,1,2
Power figures rest on the tool's default switching activity, not on a simulated workload.
