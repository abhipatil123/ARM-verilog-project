--- flow/config.mk ---
export PLATFORM = sky130hd
export DESIGN_NAME = PipelineReg_IDEX
export DESIGN_NICKNAME = PipelineReg_IDEX
export VERILOG_FILES = /design/flow/design.v
export SDC_FILE = /design/flow/constraint.sdc
export NUM_CORES = 4
export LEC_CHECK = 1
export CORE_UTILIZATION = 40
--- flow/constraint.sdc ---
current_design PipelineReg_IDEX

set clk_period 1.0
set clk_io_pct 0.2

create_clock -name clk0 -period $clk_period [get_ports {nclk}]

set non_clock_inputs [all_inputs -no_clocks]
set_input_delay [expr $clk_period * $clk_io_pct] -clock clk0 $non_clock_inputs
set_output_delay [expr $clk_period * $clk_io_pct] -clock clk0 [all_outputs]
--- flow/design.v ---
module PipelineReg_IDEX(nclk,rst,control,S1,S2,reg_dest,reg_write,rd_en,wr_en,mem_to_reg,data_to_mem,cond_is_zero,
                    cond_is_negative,cond_is_overflow,cond_is_always,cond_update,conditions_flags,branch,riscv_branch_offset,riscv_branch,PC_current,data_out);
  input [3:0]control;
  input [7:0] S1,S2,data_to_mem,PC_current,riscv_branch_offset;
  input [3:0] reg_dest;
  input rd_en,wr_en,mem_to_reg,reg_write,rst,riscv_branch;
  input cond_is_zero,cond_is_negative,cond_is_overflow,cond_is_always,cond_update;
  input [3:0]conditions_flags;
  input branch;
  input nclk;
  output reg [68:0] data_out;
  always @(posedge nclk or posedge rst) begin
    if (rst)
      data_out <= 0;
    else begin
      data_out[3:0] <= control;
      data_out[11:4] <= S1;
      data_out[19:12] <= S2;
      data_out[27:20] <= data_to_mem;
      data_out[31:28] <= reg_dest;
      data_out[35:32] <= {reg_write,rd_en,wr_en,mem_to_reg};
      data_out[40:36] <= {cond_is_zero,cond_is_negative,cond_is_overflow,cond_is_always,cond_update};
      data_out[48:41] <= {conditions_flags,4'b0000};
      data_out[49] <= (riscv_branch === 1'b1) ? 1 : branch;
      data_out[57:50] <= riscv_branch_offset;
      data_out[58] <= riscv_branch;
      data_out[66:59] <= PC_current;
    end
  end
endmodule
--- flow/run.sh ---
#!/bin/bash
# OpenROAD 26Q1-2900-gdf79404cd8, Yosys 0.63+post, stock flow scripts
make -C /OpenROAD-flow-scripts/flow DESIGN_CONFIG=/design/flow/config.mk WORK_HOME=/design/flow/orfs finish
==> GITHUB_STEP_SUMMARY <==
## Synthesis and layout report

| Metric | Value |
|---|---|
| Total Routing Usage GR | between 20% and 30% |
| Crit path DRT | about 0.80 ns |
| Vias per cell | about 4.2 |
| Net Sw Frac | a little under a fifth |
| Final design area excluding fillers | approximately 2900 µm² |
| Hold Crit Class | in -> async |
| Min Hold Slack | between 0.2 and 0.3 ns |
| Fill count | 244 |
| Clock share of power | 43.2% |
| Area leader share | a little over nine tenths |
| Max Fclk | ~1000 MHz |
| Syn Area/Cell | about 23 µm² |
| Arrival time worst endpoint | approximately 0.83 ns |
| Pre-antenna DRT Iters | 4 |
| Synth Seq Share | about 96% |
| CTS tree | yes |
| Synthesized registers | approximately 63 |
| FP Rows | 22 |
| Critical Path Slowest Stage Cell | dfrtp_1 |
| CTS Sinks | 63 |
| Synth area leader | dfrtp_1 |
| Critical path class | reg -> out |
| Element type at the critical path start | register |
| H-Tree Depth | 3 |
| Slowest stage delay, CP | approximately 0.38 ns |
| Final hold vios | 0 |
| Vias in the first global route | 1181 |
| Regs by FF count | data_out x63 |
| Yosys stat area | ~1600 µm² |
| Internal | approximately 4.5 mW |
| Antenna cell count | 0 |
| Synth area leaders | dfrtp_1, buf_4, or2_1, conb_1, inv_1 |
| I/O pin total | around 130 |
| Yosys cell count | roughly 72 |
| NetSw | between 0.9 and 1 mW |
| Routed wire length | 4378 µm |
| Critical Path Stages | 1 |
| FP Util | 43.05% |
| Port Buffers | roughly 130 |
| Initial antenna violation count | 0 |
| PwrDens | approximately 1900 nW/µm² |
| Setup Buffers After CTS | 0 |
| Setup Slack @ Placement | -0.009733 ns |
| Synth unique cells | 5 |
| Max FFs per register | about 63 |
| # Max-Cap Violations | 0 |
| Cell Area, Synth | about 1600 µm² |
| Worst path cell trace | buf_2 |
| Core area | about 3800 µm² |
| Maximum vdd ir drop | about 1.1 mV |
| CP Max Fanout | 1 |
| Minimum clock period after layout | ~1.0 ns |
| Routability cong. | about 0.68 |
| Drt drc | 0 |
| Final cell count without fillers | around 270 |
| Share of layout cells above drive strength 1 | a little under two fifths |
| Remaining global-route overflow | 0 |
| YS warnings | 1 |
| Cell class contributing the biggest share of worst-path delay | flip-flops |
| Final Total Pwr | 5.527 mW |
| Failing checks | negative setup slack |
| Tool warnings | 28 |
| FF+latch area | 1577 µm² |
| Status | finished with violations |
| CTS buffer count | 9 |
| Setup Viol. Count Final | 9 |
| Iteration-0 DRC Markers | 20 |
| Max clock buf depth | 2 |
| Footprint of the multi-input gates | 28.78 µm² |
| RSZ-0062 raised after global routing | yes |
| Mapped Cells | about 72 |
| Placed Cells incl. Taps | ~250 |
| DP HPWL | 3067 µm |
| Largest Register | data_out |
| Largest net degree at the start of global routing | 40 |
| Drt wl/cell | 16.52 µm |
| Comb power frac | between 7 and 8% |
| Chip height | ~66 µm |
| P&R area growth vs syn | 77.35% |
| Post-DP Area | around 3000 µm² |
| First-pass GRT wire length | between 6000 and 7000 µm |
| CP endpoint kind | primary output |
| Final worst path period share | 102.8% |
| Chip area | around 4300 µm² |
| Power share of the sequential group | slightly below 50% |
| Leakage Power | roughly 1.4 nW |
| Via count | 1100 |
| ANT nets after route | 0 |
| Max-slew violation count | 0 |
| Root Driver | clkbuf_8 |
| Setup WS post-layout | -0.02785 ns |
| Number of hold buffers added after CTS | 0 |
| Die Width | between 60 and 70 µm |
| CTS clock-pin slew for the worst setup and hold paths | roughly 0.06 ns |
| Worst Path Buf+Inv | 1 |
## power by group through the flow
stage | combinational, mW | clock (mW) | sequential (mW)
after CTS | 0.444 | 2.44 | 2.71
final | 0.432 | 2.39 | 2.71
after global routing | 0.473 | 2.58 | 2.72
## cell usage after synthesis
library cell  instances
buf_4                 6
conb_1                1
or2_1                 1
dfrtp_1              63
inv_1                 1
## worst max-delay path by stage
stage                        start  slack [ns]      endpoint
after CTS             data_out[37]       -0.05  data_out[37]
after global routing   data_out[1]       -0.06   data_out[1]
final                  data_out[1]       -0.03   data_out[1]
## metal layers
layer  share of wire, %  track usage, %
met1                 34           29.91
met2                 50           36.10
met3                 15           12.41
met4                1.2           2.394
met5                  0               0
## through the flow
| stage | util, % | TNS (ns) |
|---|---|---|
| global placement | 78.75 | 0 |
| floorplan | - | 0 |
| finish | 76.35 | -0.1147 |
| CTS | 76.35 | -0.6263 |
| global route | 76.35 | -1.924 |
| detailed placement | 78.75 | -0.009733 |
## kinds of logic (layout without fill, tap and decap cells)
kind of cell,Yosys count,count (layout),synth area share [%]
DFF,63,63,96.40
buffers and inverters,7,147,2.984
other,1,6,0.2293
and+or+nand+nor,1,1,0.3828
## cells in the final DEF, fill, tap and decap left out
| cell | synthesis | layout |
|---|---|---|
| clkbuf_1 | 0 | 2 |
| dfrtp_1 | 63 | 63 |
| clkdlybuf4s50_1 | 0 | 64 |
| buf_4 | 6 | 1 |
| clkinv_2 | 0 | 1 |
| or2_1 | 1 | 1 |
| buf_12 | 0 | 2 |
| conb_1 | 1 | 6 |
| clkinvlp_4 | 0 | 1 |
| buf_2 | 0 | 63 |
| bufinv_16 | 0 | 2 |
| clkbuf_8 | 0 | 11 |
## cell type report
cell class                 instances  share of cell area [%]
multi-input combinational          7                  0.9922
tap                               48                   2.071
sequential                        63                   54.36
inverter                           1                  0.2588
clock buffer                      13                   5.479
timing repair buffer             130                   34.60
clock inverter                     3                   2.243
## what timing repair did
action / CTS / global route
gates resized: 193 / 0
endpoints found under the setup margin: 63 / 63
cloned: 0 / 0
No activity file was given, so power comes from the tool's default toggle rates.
